## design/flow/run.sh

```bash
#!/bin/bash
# OpenROAD 26Q1-2900-gdf79404cd8, Yosys 0.63+post, stock flow scripts
make -C /OpenROAD-flow-scripts/flow DESIGN_CONFIG=/design/flow/config.mk WORK_HOME=/design/flow/orfs finish
```

## design/flow/config.mk

```make
export PLATFORM = sky130hd
export DESIGN_NAME = ConvertidorBINaBCD
export DESIGN_NICKNAME = ConvertidorBINaBCD
export VERILOG_FILES = /design/flow/design.v
export SDC_FILE = /design/flow/constraint.sdc
export NUM_CORES = 4
export LEC_CHECK = 1
export CORE_AREA = 10 10 78 78
export DIE_AREA = 0 0 88 88
```

## design/flow/constraint.sdc

```tcl
current_design ConvertidorBINaBCD

set clk_period 7.5
set clk_io_pct 0.2

create_clock -name clk0 -period $clk_period

set non_clock_inputs [all_inputs -no_clocks]
set_input_delay [expr $clk_period * $clk_io_pct] -clock clk0 $non_clock_inputs
set_output_delay [expr $clk_period * $clk_io_pct] -clock clk0 [all_outputs]
```

## design/flow/design.v

```verilog
`timescale 1ns / 1ps
module ConvertidorBINaBCD(BIN,CENTENAS,DECENAS,UNIDADES);
	input [8:0] BIN;
	output reg [3:0] CENTENAS,DECENAS,UNIDADES;
	integer n;
	always@(BIN)
		begin
			CENTENAS=4'd0;
			DECENAS=4'd0;
			UNIDADES=4'd0;
			for(n=8; n>=0; n=n-1)
				begin
					if(CENTENAS>=5)
						CENTENAS=CENTENAS+3;
					if(DECENAS>=5)
						DECENAS=DECENAS+3;
					if(UNIDADES>=5)
						UNIDADES=UNIDADES+3;
					CENTENAS=CENTENAS<<1;
					CENTENAS[0]=DECENAS[3];
					DECENAS=DECENAS<<1;
					DECENAS[0]=UNIDADES[3];
					UNIDADES=UNIDADES<<1;
					UNIDADES[0]=BIN[n];
				end
		end
endmodule
```

==> results_dict.tcl <==
# yosys + openroad results
set metrics [dict create \
    status "finished, final reports clean" \
    crit_required_ns 6.00 \
    clkbuf_count 0 \
    p_seq_frac 0 \
    hp-class "primary input to output port" \
    regArea_um2 0 \
    arrival_ns 5.85 \
    switchingPower_uw 257.8 \
    ir_drop_mv 0.2052 \
    grt_pass1_wl_um 8266 \
    fp.dieH_um 88 \
    placement_rows 24 \
    port_buffers 18 \
    startpoint_type "primary input" \
    p_leak_nw 1.124 \
    slowest_stage "or4_4" \
    fill_cells 335 \
    design_area_mm2 0.002756 \
    p_per_area_mw_per_mm2 208.4 \
    path_class "primary input to output port" \
    setup_viol_count_final 0 \
    netlist_instances 209 \
    routabilityCongestion 0.8389 \
    maxSlewHeadroom 0.3724 \
    hold_viol 0 \
    drcViolationCount 0 \
    vias 2021 \
    final_cell_count_no_fill 360 \
    worst_slack_ns 0.1466 \
    fmax_mhz 136.0 \
    fin_total_pwr_uw 574.3 \
    worstSetupEndpointType "output port" \
    place_inst 336 \
    syn2layout_area_growth_pct 82.52 \
    ios 21 \
    dp_hpwl_um 3399 \
    tool_warnings 36 \
    worst_pin_slew_ns 0.9385 \
    power_frac_comb 1.000 \
    postSynthSeqShare 0 \
    wirelength_um 5297 \
    path_max_fanout 4 \
    fp_util 0.3421 \
    dr.pass1.iters 4 \
    drive_gt1_frac 0.5649 \
    grt_antenna_before_repair 0 \
    finalCriticalPeriod_ns 7.353 \
    final_cell_mix "87 x buf_4, 13 x o21ai_0, 11 x nor2_1, 11 x a21oi_1" \
    period_used_share 0.9805 \
    ant_nets 0 \
    holdWs_ns 3.000 \
    nFlopsAndLatches 0 \
    chipWidth_um 88 \
    wl_per_cell_um 14.71 \
    holdPathStages 0 \
    grt_pass1_vias 1872 \
    maxCapViolations 0 \
    post_dp_cell_area_mm2 0.002258 \
    num_antenna_cells 0 \
    core_area_mm2 0.004414 \
    die_area_mm2 0.007744 \
    syn_area_per_cell_um2 7.226 \
    lay_top_count "buf_4" \
    yosysCellCount 209 \
    synth_chip_area_mm2 0.001510 \
    drt_iter0_drc 145 \
    cp_common_cell "ha_4" \
    max_stage_delay_ns 0.53 \
    switching_share 0.4489 \
    finalMaxSlewViolations 0 \
    grt.total_usage 0.1222 \
    p_clk_frac 0 \
    synth_area_mm2 0.001510 \
    via_per_inst 5.614 \
    post-place-ws_ns -0.7680 \
    gr-total-overflow 0 \
    internal_power_uw 316.5 \
    yosysWarnings 1 \
    grt_max_degree 26 \
    ys_types 65 \
]
## area by class of cell
cell class,count,area [um2],area share
Tap cell,52,65.06,0.02360
Multi-Input combinational cell,184,1754,0.6364
Inverter,12,50.05,0.01816
Timing Repair Buffer,112,887.1,0.3218
## logic make-up after synthesis
| logic type | Yosys count | synth area share |
|---|---|---|
| AND-OR/OR-AND | 92 | 0.4855 |
| XOR/XNOR | 7 | 0.04557 |
| adder cells (fa/ha/maj) | 11 | 0.09113 |
| buffers and inverters | 25 | 0.07290 |
| multiplexers | 7 | 0.04971 |
| other | 1 | 0.002483 |
| AND/OR/NAND/NOR | 66 | 0.2527 |
## power groups by stage
| stage | Sequential (mW) | Combinational (mW) | Clock [mW] |
|---|---|---|---|
| CTS | 0 | 0.531 | 0 |
| global route | 0 | 0.626 | 0 |
| finish | 0 | 0.574 | 0 |
## synthesized netlist by cell type (all sizes together), types with 4 or more instances
master	n	area [um2]
buf	4	31.27
nor2	13	56.30
o21ai	17	85.08
or3	4	30.03
xnor2	7	68.82
o22a	4	37.54
o211ai	8	60.06
mux2i	6	63.81
o31ai	4	30.03
a21o	4	31.28
a211oi	7	57.55
nand2	12	45.04
inv	11	41.29
nor4	4	40.04
nand3	7	35.03
ha	11	137.6
a31oi	7	43.79
o32ai	4	72.57
a21oi	14	77.58
nor3	9	61.31
clkbuf	9	33.78
## per-stage QoR
stage	utilization	setup TNS, ns
after floorplan	-	0
after global placement	0.5116	-4.700
after detailed placement	0.5116	-5.007
after CTS	0.5941	0
after global routing	0.6244	-0.09847
final	0.6244	0
## per-layer routing
metal / global-route usage / part of all wire
met1: 0.1875 / 0.53
met2: 0.1931 / 0.44
met3: 0.006548 / 0.024
met4: 0.001449 / 0.0023
met5: 0 / 0
## timing repair
action                                  in CTS  in global routing
buffers inserted                            20                  4
gates resized                               69                 29
hold buffers                                 0                  0
endpoints found under the setup margin       9                  9
pin swaps                                   23                 15
## worst max-delay path, delay by kind of cell
| kind | cells | cell delay, ns |
|---|---|---|
| muxes | 1 | 0.20 |
| buffers and inverters | 9 | 0.80 |
| AOI/OAI and AO/OA | 7 | 0.80 |
| adders and majority gates | 5 | 0.79 |
| and+or+nand+nor | 6 | 1.62 |
| xor gates and xnor gates | 1 | 0.15 |
## path summary, 6_finish.rpt
check                  start          end  slack (ns)
worst min-delay path  BIN[0]  UNIDADES[0]        3.00
worst max-delay path  BIN[6]   DECENAS[1]        0.15
Power figures rest on the tool's default switching activity, not on a simulated workload.
