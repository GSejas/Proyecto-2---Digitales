==> /design/flow/design.v <==
`timescale 1ns / 1ps
module RAM32bits(clk, DatIn, DatOut, WrtAddrs,RdAddrs,WrtEna);
   parameter RAM_WIDTH = 32;
   parameter RAM_ADDR_BITS = 4;
	output [31:0]DatOut;
   input [RAM_ADDR_BITS-1:0] RdAddrs, WrtAddrs;
	input clk,WrtEna;
	input [RAM_WIDTH-1:0] DatIn;
   reg [RAM_WIDTH-1:0] AcquireData [(2**RAM_ADDR_BITS)-1:0];
   always @(posedge clk)
      if (WrtEna)
         AcquireData[WrtAddrs] <= DatIn;
   assign DatOut = AcquireData[RdAddrs];   
endmodule
==> /design/flow/run.sh <==
#!/bin/bash
# OpenROAD 26Q1-2900-gdf79404cd8, Yosys 0.63+post, stock flow scripts
make -C /OpenROAD-flow-scripts/flow DESIGN_CONFIG=/design/flow/config.mk WORK_HOME=/design/flow/orfs finish
==> /design/flow/config.mk <==
export PLATFORM = sky130hd
export DESIGN_NAME = RAM32bits
export DESIGN_NICKNAME = RAM32bits
export VERILOG_FILES = /design/flow/design.v
export SDC_FILE = /design/flow/constraint.sdc
export NUM_CORES = 4
export LEC_CHECK = 1
export CORE_UTILIZATION = 40
==> /design/flow/constraint.sdc <==
current_design RAM32bits

set clk_period 5.9
set clk_io_pct 0.2

create_clock -name clk0 -period $clk_period [get_ports {clk}]

set non_clock_inputs [all_inputs -no_clocks]
set_input_delay [expr $clk_period * $clk_io_pct] -clock clk0 $non_clock_inputs
set_output_delay [expr $clk_period * $clk_io_pct] -clock clk0 [all_outputs]
==> flow_summary.toml <==
# yosys + openroad results
[timing]
finalCritPeriodShare = 0.805
max_freq_mhz = 211
fin_tns_setup_ps = 0
worst_slack_ps = 1150
setup_viol = 0
slew_headroom = 0.414
worst_slew_pin_slew_ps = 877
rsz0062_at_grt = "no"
period_minus_slack_ps = 4750
final_max_slew_viol_count = 0
hold_viol_final = 0

[global_routing]
track_usage = 0.186
antenna_found_initial = 3
grt_max_degree = 47
grt_pass1_vias = 9739
grt_pass1_wl_um = 60700
grt_overflow = 0

[die]
fp_util = 0.409
die_h_um = 221
die_area_mm2 = 0.0489
dieWidth_um = 221
placementRows = 79
coreArea_mm2 = 0.0470
ioPinCount = 74

[synth]
synth-seq-cells = 512
ys_area_mm2 = 0.0192
syn_area_per_cell_um2 = 23.8
top_cell_area_share = 0.800
edf_count = 512
syn-cell-area_mm2 = 0.0192
common_cells = "512 x edfxtp_1, 128 x mux4_2, 64 x a22oi_1"
ys.flop_type = "edfxtp_1"
yosys-stat-cells = 806
area_leaders = "edfxtp_1 80%, mux4_2 15%, a22oi_1 2.5%"
top_area_cell = "edfxtp_1"
syn_inst = 806
synth_async_sr_flop_share = 0
yosys_warnings = 1
yosysSeqAreaShare = 0.800
synthMostInstantiatedCell = "edfxtp_1"
synth_cell_type_count = 17

[clocking]
postCtsHoldBufs = 0
cts_tree = "built"
postCtsSetupBuffers = 0
h-tree-depth = 2
clkTransAtPathRegs_ps = 60
cts_buffer_depth = 3
clockRootBuffer = "clkbuf_16"
cts_resized = 0
cts.sinks = 512
cts_buffers = 51

[setup_path]
max_stage_delay_ps = 610
critPathLaunchType = "primary input"
worst-setup-path-type = "in -> out"
crit_arrival_ps = 3570
critical_path.top_delay_family = "buffers and inverters"
cp_data_required_time_ps = 4720
critPathCaptureType = "output pin"
critical_path_buf_inv_count = 3
crit_top_cell = "clkdlybuf4s50_1"
path_cells = "clkdlybuf4s50_1 -> nor2b_4 -> buf_4 -> a22oi_1 -> nand2_1 -> clkdlybuf4s50_1"
crit_path_max_fanout = 15
slowest_stage = "clkdlybuf4s50_1"

[pwr]
peakVddDrop_mv = 0.209
power-per-cell-area_mw_per_mm2 = 345
p_leak_uw = 0.00706

[finish]
final_core_util = 0.482
finalNonFillerCells = 1567
drive_gt1_frac = 0.266
top_regs = "AcquireData: 512 flops"
syn_to_final_growth_pct = 17.8
fillers = 3681
largest_register_ffs = 512
top_register = "AcquireData"

[outcome]
outcome = "finished clean"

[route]
wl_per_cell_um = 25.5
first_iter_violations = 565
dr.pass1.iters = 4
ant_nets = 0
drc_errors = 0
drt_wl_total_um = 40000
routed_via_density = 5.58
vias = 8747

[placed_design]
portBuffers = 73
place_congestion = 0.772
hpwl_um = 21600
dp_worst_setup_slack_ps = 1160
dp_cells = 1471

[min_path]
hp-class = "in -> reg"

[run]
max-cap-violations = 0
stage_log_warnings = 25
==> power by group <==
group          switching [uW]  internal (uW)
Clock                    1320           1990
Sequential               14.6           4080
Combinational             211            194
Total                    1540           6260
==> cells by family (layout without fill, tap and decap cells) <==
logic type      Yosys count  after routing  share of synthesized area
compound gates           64             64                     0.0250
buf+inv                  43            196                     0.0116
flops                   512            512                      0.800
mux                     128            128                      0.150
other cells               0              1                          0
simple gates             59             59                     0.0132
==> path summary, 6_finish.rpt <==
| check | start | slack (ps) | endpoint | depth (start not counted) |
|---|---|---|---|---|
| worst max-delay path | RdAddrs[2] | 1150 | DatOut[31] | 6 |
| worst min-delay path | DatIn[13] | 1510 | AcquireData[11][13] | 1 |
==> area by class of cell <==
type / instances / area, um2 / share of cell area
timing repair buffer: 101 / 1020 / 0.0449
tap: 607 / 759 / 0.0336
sequential: 512 / 15400 / 0.679
antenna: 1 / 2.50 / 0.000111
clock inverter: 35 / 375 / 0.0166
multi-input combinational: 251 / 3750 / 0.166
clock buffer: 60 / 1350 / 0.0598
==> cell usage in the layout, fill, tap and decap left out, types with 2 or more instances in the layout <==
cell type	instances
nor3_2	4
buf_4	23
clkbuf_16	53
mux4_2	128
bufinv_16	8
nand2b_1	2
clkinv_1	12
clkinvlp_4	3
clkinv_2	10
a22oi_1	64
nand3b_1	2
clkinv_4	2
nor2b_4	2
nand2_1	33
buf_12	6
edfxtp_1	512
clkbuf_1	7
nor2_4	13
clkdlybuf4s50_1	71
==> per-layer routing <==
layer,up-vias,share of wire,global-route usage
met5,-,0.0017,0.00782
met4,6,0.015,0.0257
met3,55,0.15,0.130
met2,547,0.47,0.268
met1,4438,0.36,0.253
li1,3701,-,-
==> through the flow <==
step	hold WS, ps	instance area (um2)	power, uW
4_1_cts	1510	22600	7890
5_1_grt	1570	22600	8060
6_report	1510	22600	7800
2_1_floorplan	1280	19200	4370
3_3_place_gp	2100	20900	4580
3_5_place_dp	2110	20900	4590
No activity file was given, so power comes from the tool's default toggle rates.
